File: flow/run.sh
#!/bin/bash
# OpenROAD 26Q1-2900-gdf79404cd8, Yosys 0.63+post, stock flow scripts
make -C /OpenROAD-flow-scripts/flow DESIGN_CONFIG=/design/flow/config.mk WORK_HOME=/design/flow/orfs finish
File: flow/config.mk
export PLATFORM = sky130hd
export DESIGN_NAME = alu
export DESIGN_NICKNAME = alu
export VERILOG_FILES = /design/flow/design.v
export SDC_FILE = /design/flow/constraint.sdc
export NUM_CORES = 4
export LEC_CHECK = 1
export CORE_UTILIZATION = 40
export SYNTH_HDL_FRONTEND = slang
File: flow/constraint.sdc
current_design alu

set clk_period 12.8
set clk_io_pct 0.2

create_clock -name clk0 -period $clk_period [get_ports {clk}]

set non_clock_inputs [all_inputs -no_clocks]
set_input_delay [expr $clk_period * $clk_io_pct] -clock clk0 $non_clock_inputs
set_output_delay [expr $clk_period * $clk_io_pct] -clock clk0 [all_outputs]
File: flow/design.v
interface mem_itf_w_mask #(
    parameter               CHANNELS = 1,
    parameter               DWIDTH = 32,
    parameter               MWIDTH = DWIDTH / 8
)(
    input   bit             clk,
    input   bit             rst
);
    logic   [31:0]          addr    [CHANNELS];
    logic   [MWIDTH-1:0]    rmask   [CHANNELS];
    logic   [MWIDTH-1:0]    wmask   [CHANNELS];
    logic   [DWIDTH-1:0]    rdata   [CHANNELS];
    logic   [DWIDTH-1:0]    wdata   [CHANNELS];
    logic                   resp    [CHANNELS];
    bit                     error = 1'b0;
    modport dut (
        input               clk,
        input               rst,
        output              addr,
        output              rmask,
        output              wmask,
        input               rdata,
        output              wdata,
        input               resp
    );
    modport mem (
        input               clk,
        input               rst,
        input               addr,
        input               rmask,
        input               wmask,
        output              rdata,
        input               wdata,
        output              resp,
        output              error
    );
    modport mon (
        input               clk,
        input               rst,
        input               addr,
        input               rmask,
        input               wmask,
        input               rdata,
        input               wdata,
        input               resp,
        output              error
    );
endinterface
interface mem_itf_wo_mask #(
    parameter               CHANNELS = 1,
    parameter               DWIDTH = 32
)(
    input   bit             clk,
    input   bit             rst
);
    logic   [31:0]          addr    [CHANNELS];
    logic                   read    [CHANNELS];
    logic                   write   [CHANNELS];
    logic   [DWIDTH-1:0]    rdata   [CHANNELS];
    logic   [DWIDTH-1:0]    wdata   [CHANNELS];
    logic                   resp    [CHANNELS];
    bit                     error = 1'b0;
    modport dut (
        input               clk,
        input               rst,
        output              addr,
        output              read,
        output              write,
        input               rdata,
        output              wdata,
        input               resp
    );
    modport mem (
        input               clk,
        input               rst,
        input               addr,
        input               read,
        input               write,
        output              rdata,
        input               wdata,
        output              resp,
        output              error
    );
    modport mon (
        input               clk,
        input               rst,
        input               addr,
        input               read,
        input               write,
        input               rdata,
        input               wdata,
        input               resp,
        output              error
    );
endinterface
interface mem_itf_banked(
    input   bit             clk,
    input   bit             rst
);
    logic   [31:0]          addr;
    logic                   read;
    logic                   write;
    logic   [63:0]          wdata;
    logic                   ready;
    logic   [31:0]          raddr;
    logic   [63:0]          rdata;
    logic                   rvalid;
    bit                     error = 1'b0;
    modport dut (
        input               clk,
        input               rst,
        output              addr,
        output              read,
        output              write,
        output              wdata,
        input               ready,
        input               raddr,
        input               rdata,
        input               rvalid
    );
    modport mem (
        input               clk,
        input               rst,
        input               addr,
        input               read,
        input               write,
        input               wdata,
        output              ready,
        output              rdata,
        output              raddr,
        output              rvalid,
        output              error
    );
    modport mon (
        input               clk,
        input               rst,
        input               addr,
        input               read,
        input               write,
        input               wdata,
        input               ready,
        input               rdata,
        input               raddr,
        input               rvalid,
        input               error
    );
endinterface
package cache_types;
    typedef enum logic [2:0] {
        compare     = 3'b000,
        readmem     = 3'b001,
        writeback   = 3'b010,
        sramstall   = 3'b011,
        writemem    = 3'b100,
        idle        = 3'b101
    } process_state_t;
    typedef enum logic [1:0] {
        none    = 2'b00,
        read    = 2'b01,
        write   = 2'b10
    } req_t;
endpackage
interface mon_itf#(
            parameter       CHANNELS = 1
)(
    input   bit             clk,
    input   bit             rst
);
            logic           valid     [CHANNELS];
            logic   [63:0]  order     [CHANNELS];
            logic   [31:0]  inst      [CHANNELS];
            logic           halt      [CHANNELS];
            logic   [4:0]   rs1_addr  [CHANNELS];
            logic   [4:0]   rs2_addr  [CHANNELS];
            logic   [31:0]  rs1_rdata [CHANNELS];
            logic   [31:0]  rs2_rdata [CHANNELS];
            logic   [4:0]   rd_addr   [CHANNELS];
            logic   [31:0]  rd_wdata  [CHANNELS];
            logic   [31:0]  pc_rdata  [CHANNELS];
            logic   [31:0]  pc_wdata  [CHANNELS];
            logic   [31:0]  mem_addr  [CHANNELS];
            logic   [3:0]   mem_rmask [CHANNELS];
            logic   [3:0]   mem_wmask [CHANNELS];
            logic   [31:0]  mem_rdata [CHANNELS];
            logic   [31:0]  mem_wdata [CHANNELS];
            bit             error = 1'b0;
endinterface
package rv32i_types;
    typedef enum logic [1:0] {
        none        =   2'b00,
        mem_ex      =   2'b01,
        wb_ex       =   2'b10
    } normal_fw_sel_t;
    typedef enum logic [1:0] {
        none_d      =   2'b00,
        rs1_f       =   2'b01,
        rs2_f       =   2'b10
    } decode_fw_sel_t;
    typedef enum logic [6:0] {
        op_b_lui       = 7'b0110111,  
        op_b_auipc     = 7'b0010111,  
        op_b_jal       = 7'b1101111,  
        op_b_jalr      = 7'b1100111,  
        op_b_br        = 7'b1100011,  
        op_b_load      = 7'b0000011,  
        op_b_store     = 7'b0100011,  
        op_b_imm       = 7'b0010011,  
        op_b_reg       = 7'b0110011   
    } rv32i_opcode;
    typedef enum logic [2:0] {
        arith_f3_add   = 3'b000,  
        arith_f3_sll   = 3'b001,
        arith_f3_slt   = 3'b010,
        arith_f3_sltu  = 3'b011,
        arith_f3_xor   = 3'b100,
        arith_f3_sr    = 3'b101,  
        arith_f3_or    = 3'b110,
        arith_f3_and   = 3'b111
    } arith_f3_t;
    typedef enum logic [2:0] {
        load_f3_lb     = 3'b000,
        load_f3_lh     = 3'b001,
        load_f3_lw     = 3'b010,
        load_f3_lbu    = 3'b100,
        load_f3_lhu    = 3'b101
    } load_f3_t;
    typedef enum logic [2:0] {
        store_f3_sb    = 3'b000,
        store_f3_sh    = 3'b001,
        store_f3_sw    = 3'b010
    } store_f3_t;
    typedef enum logic [2:0] {
        branch_f3_beq  = 3'b000,
        branch_f3_bne  = 3'b001,
        branch_f3_blt  = 3'b100,
        branch_f3_bge  = 3'b101,
        branch_f3_bltu = 3'b110,
        branch_f3_bgeu = 3'b111
    } branch_f3_t;
    typedef enum logic [2:0] {
        cmp_op_beq  = 3'b000,
        cmp_op_bne  = 3'b001,
        cmp_op_blt  = 3'b100,
        cmp_op_bge  = 3'b101,
        cmp_op_bltu = 3'b110,
        cmp_op_bgeu = 3'b111
    } cmp_ops_t;
    typedef enum logic [2:0] {
        alu_op_add     = 3'b000,
        alu_op_sll     = 3'b001,
        alu_op_sra     = 3'b010,
        alu_op_sub     = 3'b011,
        alu_op_xor     = 3'b100,
        alu_op_srl     = 3'b101,
        alu_op_or      = 3'b110,
        alu_op_and     = 3'b111
    } alu_ops_t;
    typedef enum logic [1:0] {
        rs1_out = 2'b00,
        pc_out  = 2'b01,
        invalid_alu_m1 = 2'b10
    } alu_m1_sel_t;
    typedef enum logic [2:0] {
        rs2_out = 3'b000,
        u_imm_m = 3'b001,
        i_imm_m = 3'b010, 
        s_imm_m = 3'b011,
        const4  = 3'b100,
        invalid_alu_m2 = 3'b101
    } alu_m2_sel_t;
    typedef enum logic [1:0] {
        rs2_out_cmp = 2'b00,
        i_imm_m_cmp = 2'b01,
        invalid_cmp = 2'b10
    } cmp_m_sel_t;
    typedef enum logic [3:0] {
        u_imm_m_rd  = 4'b0000, 
        alu_out_rd  = 4'b0001,
        ext_br      = 4'b0010,
        lb          = 4'b0011,
        lbu         = 4'b0100,
        lh          = 4'b0101,
        lhu         = 4'b0110,
        lw          = 4'b0111,
        invalid_rd  = 4'b1000,
        pc_incre    = 4'b1001
    } rd_m_sel_t;
    typedef struct packed {
        alu_m1_sel_t        alu_m1_sel;
        alu_m2_sel_t        alu_m2_sel;
        alu_ops_t           aluop;
        cmp_m_sel_t         cmp_sel;
        cmp_ops_t           cmpop;
    } ex_ctrl_t;
    typedef struct packed {
        logic       [2:0]   funct3;
        logic               mem_re;
        logic               mem_we;
    } mem_ctrl_t;
    typedef struct packed {
        logic               regf_we;
        rd_m_sel_t          rd_m_sel;
    } wb_ctrl_t;
    typedef struct packed {
        logic   [31:0]      pc_s;
        logic   [31:0]      pc_next_s;
        logic               valid_s;
        logic   [63:0]      order_s;
        logic   [31:0]      inst_s;
    } if_id_stage_reg_t;
    typedef struct packed {
        logic   [31:0]      inst_s;
        logic   [31:0]      pc_s;
        logic   [31:0]      pc_next_s;
        logic   [63:0]      order_s;
        logic               valid_s;
        logic   [4:0]       rs1_s_s;
        logic   [4:0]       rs2_s_s;
        logic   [31:0]      u_imm_s;
        logic   [31:0]      s_imm_s;
        logic   [31:0]      i_imm_s;
        logic   [31:0]      j_imm_s;
        logic   [31:0]      b_imm_s;
        logic   [4:0]       rd_s_s;
        ex_ctrl_t           ex_ctrl_s;
        mem_ctrl_t          mem_ctrl_s;
        wb_ctrl_t           wb_ctrl_s;
    } id_ex_stage_reg_t;
    typedef struct packed {
        logic   [31:0]      inst_s;
        logic   [31:0]      pc_s;
        logic   [31:0]      pc_next_s;
        logic   [63:0]      order_s;
        logic               valid_s;
        logic   [4:0]       rs1_s_s;
        logic   [4:0]       rs2_s_s;
        logic   [31:0]      rs1_v_s;
        logic               br_en_s;
        logic   [31:0]      u_imm_s;
        logic   [31:0]      alu_out_s;
        logic   [31:0]      rs2_v_s;
        logic   [4:0]       rd_s_s;
        logic   [31:0]      dmem_wdata_s;
        logic   [3:0]       dmem_rmask_s;
        logic   [3:0]       dmem_wmask_s;
        logic   [31:0]      mem_addr_s;
        logic   [31:0]      dmem_addr_s;
        mem_ctrl_t          mem_ctrl_s;
        wb_ctrl_t           wb_ctrl_s;
    } ex_mem_stage_reg_t;
    typedef struct packed {
        logic               br_en_s;
        logic   [31:0]      u_imm_s;
        logic   [31:0]      alu_out_s;
        logic   [4:0]       rd_s_s;
        logic   [31:0]      dmem_addr_s;
        logic   [31:0]      mem_addr_s;
        wb_ctrl_t           wb_ctrl_s;
        logic   [31:0]      dmem_rdata_s;
        logic   [31:0]      inst_s;
        logic   [31:0]      pc_s;
        logic   [31:0]      pc_next_s;
        logic   [63:0]      order_s;
        logic               valid_s;
        logic   [4:0]       rs1_s_s;
        logic   [4:0]       rs2_s_s;
        logic   [31:0]      rs1_v_s;
        logic   [31:0]      rs2_v_s;
        logic   [3:0]       mem_rmask_s;
        logic   [3:0]       mem_wmask_s;
        logic   [31:0]      mem_wdata_s;
    } mem_wb_stage_reg_t;
    typedef enum logic [2:0] {
        idle        = 3'b100,
        moving      = 3'b000,
        wait_imem   = 3'b001,
        wait_dmem   = 3'b010,
        imem_dmem   = 3'b011
    } stall_state;
    typedef union packed {
        logic [31:0] word;
        struct packed {
            logic [11:0] i_imm;
            logic [4:0]  rs1;
            logic [2:0]  funct3;
            logic [4:0]  rd;
            rv32i_opcode opcode;
        } i_type;
        struct packed {
            logic [6:0]  funct7;
            logic [4:0]  rs2;
            logic [4:0]  rs1;
            logic [2:0]  funct3;
            logic [4:0]  rd;
            rv32i_opcode opcode;
        } r_type;
        struct packed {
            logic [11:5] imm_s_top;
            logic [4:0]  rs2;
            logic [4:0]  rs1;
            logic [2:0]  funct3;
            logic [4:0]  imm_s_bot;
            rv32i_opcode opcode;
        } s_type;
        struct packed {
            logic           imm_12;
            logic [10:5]    imm_10_5;
            logic [4:0]     rs2;
            logic [4:0]     rs1;
            logic [2:0]     funct3;
            logic [4:1]     imm_4_1;
            logic           imm_11;
            rv32i_opcode    opcode;
        } b_type;
        struct packed {
            logic [31:12] imm;
            logic [4:0]   rd;
            rv32i_opcode  opcode;
        } j_type;
        struct packed {
            logic [31:12] imm;
            logic [4:0]   rd;
            rv32i_opcode  opcode;
        } u_type;
    } instr_t;
    typedef enum logic [6:0] {
        base           = 7'b0000000,
        variant        = 7'b0100000
    } funct7_t;
endpackage
module alu
(
    input   logic           clk,
    input   logic   [2:0]   aluop,
    input   logic   [31:0]  a, b,
    output  logic   [31:0]  f
);
    logic signed   [31:0] as;
    logic signed   [31:0] bs;
    logic unsigned [31:0] au;
    logic unsigned [31:0] bu;
    assign as =   signed'(a);
    assign bs =   signed'(b);
    assign au = unsigned'(a);
    assign bu = unsigned'(b);
    always_ff @(posedge clk) begin
        unique case (aluop)
            3'b000 : f <= au +   bu;
            3'b001 : f <= au <<  bu[4:0];
            3'b010 : f <= unsigned'(as >>> bu[4:0]);
            3'b011 : f <= au -   bu;
            3'b100 : f <= au ^   bu;
            3'b101 : f <= au >>  bu[4:0];
            3'b110 : f <= au |   bu;
            3'b111 : f <= au &   bu;
            default: f <= 'x;
        endcase
    end
endmodule : alu
==> out/metrics.csv <==
stage;metric;value;unit
run_status;status;completed;
placement;dpl ws;5430;ps
sta;RSZ-0062 raised after global routing;false;
layout;FF/Latch Area;641;sq um
synth;Seq share, synth;0.0748;
setup_path;Crit Path Max Fanout;33;
sta;Worst Max-Slew Pin Slew;927;ps
clock_network;post-CTS setup buffer count;0;
die;core footprint;21000;sq um
clock_network;root buffer cell;clkbuf_16;
synth;Top non-seq family;AND-OR/OR-AND gates;
synth;distinct lib cells;68;
detailed_routing;Iteration-0 DRC Markers;842;
worst_hold_path;Hold Path Depth;5;
placement;dpl hpwl;29000;microns
synth;Top-area cell share;0.142;
synth;Mapped Cells;1175;
sta;Peak Freq;139;MHz
run;tool warnings;59;
synth;Post-synth top flop;dfxtp_1;
die;Cell Rows;53;
sta;max-slew violation count;0;
detailed_routing;DRT antenna net count;0;
layout;Top Registers;f x32;
detailed_routing;Via Count;9351;
die;boundary pin count;100;
synth;Yosys top cell by instances;nor2_1;
detailed_routing;post-DR wirelength/cell;25.2;microns
placement;IO buf count;99;
setup_path;CP required;12990;ps
sta;TNS Setup;0;ps
synth;Compound-Gate Fraction of Synth Area;0.291;
setup_path;Worst setup EP type;flip-flop;
power;Power Density;72.7;nW/um^2
die;Die Y;148;microns
sta;Final Hold Viols;0;
power;Switching Fraction;0.457;
die;fp_density;0.407;
layout;Top reg by flops;f;
clock_network;CTS tree;done;
global_routing;antenna violations before repair;0;
synth;simple share;0.168;
worst_hold_path;hold_sp;b[3];
power;part of the power in combinational logic;0.647;
placement;Final GP Congestion;1.05;
synth;synth warn;0;
synth;Post-synth top cells;nor2_1 (130), nand2_1 (119), o21ai_0 (110);
sta;setup ws final;5580;ps
synth;XOR Share, Synth;0.0561;
run;Max-Cap Viols;0;
clock_network;Worst-path clk slew;60;ps
setup_path;Startpoint Class;input pin;
sta;final period utilization;0.564;
detailed_routing;DRT Pass-1 Iters;5;
layout;max reg flops;32;
power;maximum vdd ir drop;0.0000464;V
synth;syn avg cell area;7.29;sq um
layout;area growth from synthesis to layout;14.6;%
global_routing;number of global-route vias before repair;8935;
power;Pint;0.388;mW
sta;Rel. slew slack;0.374;
setup_path;critical path arrival;7410;ps
global_routing;All-Layer GR Usage;0.356;
worst_hold_path;WHS Endpoint;f[17]$_DFF_P_;
synth;Yosys top cell by area;ha_1;
clock_network;# hold bufs at CTS;0;
global_routing;first-pass GRT wire length;56500;microns
synth;Synth async-reset ratio;0;
clock_network;Clock Path Buffers;2;
clock_network;Clock Sinks;32;
power;clock power share;0.181;
clock_network;post-cts sizing count;0;
detailed_routing;# diodes;0;
synth;fa+ha+maj area frac;0.144;
synth;Synth mux share;0.192;
power;sequential power share;0.172;
global_routing;largest net degree at the start of global routing;68;
layout;Filler Cell Count;2149;
synth;Largest cells by area;ha_1 (14%), mux4_2 (13%), dfxtp_1 (7.5%);
sta;setup violators final;0;
sta;Tmin final;7220;ps
detailed_routing;Vias per Instance;6.29;
synth;Post-synth EDFFs;0;
worst_hold_path;worst hold-check path type;input pin to flip-flop;
layout;share of cells above drive strength 1;0.0851;
power;Leak;4.04;nW
detailed_routing;number of remaining DRC errors;0;
clock_network;H-tree lvl count;2;
die;die area;22000;sq um
layout;Logic cell area;7280;sq um
clock_network;TritonCTS Buffers;5;
die;die width;148;microns
synth;flops & latches, synth;32;
power;Net Switching;0.326;mW
detailed_routing;Final Routed Wirelength;37500;microns
synth;# Cells Yosys;1175;
setup_path;critical path type;input pin to flip-flop;
synth;YS chip area;8560;sq um
global_routing;gr ovfl total;0;
synth;synthesized cell area;8560;sq um
==> worst max path at each step <==
| stage | end | slack [ps] | start | cells after the start |
|---|---|---|---|---|
| finish | f[28]$_DFF_P_ | 5580 | b[1] | 17 |
| CTS | f[28]$_DFF_P_ | 5730 | b[1] | 17 |
| global route | f[28]$_DFF_P_ | 5310 | b[1] | 17 |
==> cell type report <==
cell class | instances | share of cell area
clock buffers | 6 | 0.0142
clock inverters | 2 | 0.00102
inverters | 82 | 0.0314
multi-input cells | 974 | 0.742
flip-flops and latches | 32 | 0.0653
well taps | 275 | 0.0351
repair buffers | 115 | 0.111
==> critical path: stages <==
cell	delay [ps]
buf_2	530
buf_4	510
inv_2	360
ha_1	330
and4_1	220
nand2_1	210
nand2_1	100
xnor2_1	170
ha_1	390
nand4_1	180
o221ai_1	470
a22oi_1	230
a21oi_1	300
nand3_1	170
o21ai_0	240
mux2i_1	120
a211o_1	300
==> metal layers <==
layer  wire length (microns)  track usage  part of all wire
met1                   15700        0.499              0.42
met3                    3420       0.0751             0.091
met2                   16400        0.542              0.44
met4                    1950        0.142             0.052
met5                       0            0                 0
==> logic make-up (layout without fill, tap and decap cells) <==
| family | after synthesis | in the layout |
|---|---|---|
| fa+ha+maj | 98 | 98 |
| mux | 101 | 101 |
| buf+inv | 169 | 205 |
| flops | 32 | 32 |
| compound gates | 390 | 390 |
| simple gates | 331 | 331 |
| xor+xnor | 54 | 54 |
==> stage by stage <==
stage	total power, mW	std cells	area [sq um]	hold slack, ps	utilization
2_1_floorplan	0.397	1175	8560	2820	-
3_3_place_gp	0.579	1478	9670	3210	0.460
3_5_place_dp	0.575	1478	9670	3210	0.460
4_1_cts	0.708	1486	9810	2960	0.467
5_1_grt	0.759	1486	9810	2980	0.467
6_report	0.713	1486	9810	2950	0.467
==> cell usage in the layout (no fill, tap or decap), types with 12 or more instances in the layout <==
cell type / netlist / routed
buf_4: 0 / 17
clkdlybuf4s50_1: 0 / 94
dfxtp_1: 32 / 32
nor3_1: 18 / 18
mux4_2: 50 / 50
a211oi_1: 21 / 21
xnor2_1: 45 / 45
a31oi_1: 13 / 13
o22ai_1: 16 / 16
ha_1: 97 / 97
nor2_1: 130 / 130
a21o_1: 18 / 18
a21oi_1: 95 / 95
nand2_1: 119 / 119
o31ai_1: 12 / 12
inv_1: 78 / 78
o21ai_0: 110 / 110
mux2i_1: 46 / 46
a221oi_1: 12 / 12
==> power by group through the flow <==
stage / Clock [mW] / Combinational [mW] / Sequential (mW)
CTS: 0.131 / 0.454 / 0.123
global route: 0.135 / 0.499 / 0.125
finish: 0.129 / 0.461 / 0.123
Power and IR drop assume default switching activity.
