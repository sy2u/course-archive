===== flow/design.v =====
interface mem_itf_w_mask #(
    parameter               CHANNELS = 1,
    parameter               DWIDTH = 32,
    parameter               MWIDTH = DWIDTH / 8
)(
    input   bit             clk,
    input   bit             rst
);
    logic   [31:0]          addr    [CHANNELS];
    logic   [MWIDTH-1:0]    rmask   [CHANNELS];
    logic   [MWIDTH-1:0]    wmask   [CHANNELS];
    logic   [DWIDTH-1:0]    rdata   [CHANNELS];
    logic   [DWIDTH-1:0]    wdata   [CHANNELS];
    logic                   resp    [CHANNELS];
    bit                     error = 1'b0;
    modport dut (
        input               clk,
        input               rst,
        output              addr,
        output              rmask,
        output              wmask,
        input               rdata,
        output              wdata,
        input               resp
    );
    modport mem (
        input               clk,
        input               rst,
        input               addr,
        input               rmask,
        input               wmask,
        output              rdata,
        input               wdata,
        output              resp,
        output              error
    );
    modport mon (
        input               clk,
        input               rst,
        input               addr,
        input               rmask,
        input               wmask,
        input               rdata,
        input               wdata,
        input               resp,
        output              error
    );
endinterface
interface mem_itf_wo_mask #(
    parameter               CHANNELS = 1,
    parameter               DWIDTH = 32
)(
    input   bit             clk,
    input   bit             rst
);
    logic   [31:0]          addr    [CHANNELS];
    logic                   read    [CHANNELS];
    logic                   write   [CHANNELS];
    logic   [DWIDTH-1:0]    rdata   [CHANNELS];
    logic   [DWIDTH-1:0]    wdata   [CHANNELS];
    logic                   resp    [CHANNELS];
    bit                     error = 1'b0;
    modport dut (
        input               clk,
        input               rst,
        output              addr,
        output              read,
        output              write,
        input               rdata,
        output              wdata,
        input               resp
    );
    modport mem (
        input               clk,
        input               rst,
        input               addr,
        input               read,
        input               write,
        output              rdata,
        input               wdata,
        output              resp,
        output              error
    );
    modport mon (
        input               clk,
        input               rst,
        input               addr,
        input               read,
        input               write,
        input               rdata,
        input               wdata,
        input               resp,
        output              error
    );
endinterface
interface mem_itf_banked(
    input   bit             clk,
    input   bit             rst
);
    logic   [31:0]          addr;
    logic                   read;
    logic                   write;
    logic   [63:0]          wdata;
    logic                   ready;
    logic   [31:0]          raddr;
    logic   [63:0]          rdata;
    logic                   rvalid;
    bit                     error = 1'b0;
    modport dut (
        input               clk,
        input               rst,
        output              addr,
        output              read,
        output              write,
        output              wdata,
        input               ready,
        input               raddr,
        input               rdata,
        input               rvalid
    );
    modport mem (
        input               clk,
        input               rst,
        input               addr,
        input               read,
        input               write,
        input               wdata,
        output              ready,
        output              rdata,
        output              raddr,
        output              rvalid,
        output              error
    );
    modport mon (
        input               clk,
        input               rst,
        input               addr,
        input               read,
        input               write,
        input               wdata,
        input               ready,
        input               rdata,
        input               raddr,
        input               rvalid,
        input               error
    );
endinterface
package cache_types;
    typedef enum logic [2:0] {
        compare     = 3'b000,
        readmem     = 3'b001,
        writeback   = 3'b010,
        sramstall   = 3'b011,
        writemem    = 3'b100,
        idle        = 3'b101
    } process_state_t;
    typedef enum logic [1:0] {
        none    = 2'b00,
        read    = 2'b01,
        write   = 2'b10
    } req_t;
endpackage
interface mon_itf#(
            parameter       CHANNELS = 1
)(
    input   bit             clk,
    input   bit             rst
);
            logic           valid     [CHANNELS];
            logic   [63:0]  order     [CHANNELS];
            logic   [31:0]  inst      [CHANNELS];
            logic           halt      [CHANNELS];
            logic   [4:0]   rs1_addr  [CHANNELS];
            logic   [4:0]   rs2_addr  [CHANNELS];
            logic   [31:0]  rs1_rdata [CHANNELS];
            logic   [31:0]  rs2_rdata [CHANNELS];
            logic   [4:0]   rd_addr   [CHANNELS];
            logic   [31:0]  rd_wdata  [CHANNELS];
            logic   [31:0]  pc_rdata  [CHANNELS];
            logic   [31:0]  pc_wdata  [CHANNELS];
            logic   [31:0]  mem_addr  [CHANNELS];
            logic   [3:0]   mem_rmask [CHANNELS];
            logic   [3:0]   mem_wmask [CHANNELS];
            logic   [31:0]  mem_rdata [CHANNELS];
            logic   [31:0]  mem_wdata [CHANNELS];
            bit             error = 1'b0;
endinterface
package rv32i_types;
    typedef enum logic [1:0] {
        none        =   2'b00,
        mem_ex      =   2'b01,
        wb_ex       =   2'b10
    } normal_fw_sel_t;
    typedef enum logic [1:0] {
        none_d      =   2'b00,
        rs1_f       =   2'b01,
        rs2_f       =   2'b10
    } decode_fw_sel_t;
    typedef enum logic [6:0] {
        op_b_lui       = 7'b0110111,  
        op_b_auipc     = 7'b0010111,  
        op_b_jal       = 7'b1101111,  
        op_b_jalr      = 7'b1100111,  
        op_b_br        = 7'b1100011,  
        op_b_load      = 7'b0000011,  
        op_b_store     = 7'b0100011,  
        op_b_imm       = 7'b0010011,  
        op_b_reg       = 7'b0110011   
    } rv32i_opcode;
    typedef enum logic [2:0] {
        arith_f3_add   = 3'b000,  
        arith_f3_sll   = 3'b001,
        arith_f3_slt   = 3'b010,
        arith_f3_sltu  = 3'b011,
        arith_f3_xor   = 3'b100,
        arith_f3_sr    = 3'b101,  
        arith_f3_or    = 3'b110,
        arith_f3_and   = 3'b111
    } arith_f3_t;
    typedef enum logic [2:0] {
        load_f3_lb     = 3'b000,
        load_f3_lh     = 3'b001,
        load_f3_lw     = 3'b010,
        load_f3_lbu    = 3'b100,
        load_f3_lhu    = 3'b101
    } load_f3_t;
    typedef enum logic [2:0] {
        store_f3_sb    = 3'b000,
        store_f3_sh    = 3'b001,
        store_f3_sw    = 3'b010
    } store_f3_t;
    typedef enum logic [2:0] {
        branch_f3_beq  = 3'b000,
        branch_f3_bne  = 3'b001,
        branch_f3_blt  = 3'b100,
        branch_f3_bge  = 3'b101,
        branch_f3_bltu = 3'b110,
        branch_f3_bgeu = 3'b111
    } branch_f3_t;
    typedef enum logic [2:0] {
        cmp_op_beq  = 3'b000,
        cmp_op_bne  = 3'b001,
        cmp_op_blt  = 3'b100,
        cmp_op_bge  = 3'b101,
        cmp_op_bltu = 3'b110,
        cmp_op_bgeu = 3'b111
    } cmp_ops_t;
    typedef enum logic [2:0] {
        alu_op_add     = 3'b000,
        alu_op_sll     = 3'b001,
        alu_op_sra     = 3'b010,
        alu_op_sub     = 3'b011,
        alu_op_xor     = 3'b100,
        alu_op_srl     = 3'b101,
        alu_op_or      = 3'b110,
        alu_op_and     = 3'b111
    } alu_ops_t;
    typedef enum logic [1:0] {
        rs1_out = 2'b00,
        pc_out  = 2'b01,
        invalid_alu_m1 = 2'b10
    } alu_m1_sel_t;
    typedef enum logic [2:0] {
        rs2_out = 3'b000,
        u_imm_m = 3'b001,
        i_imm_m = 3'b010, 
        s_imm_m = 3'b011,
        const4  = 3'b100,
        invalid_alu_m2 = 3'b101
    } alu_m2_sel_t;
    typedef enum logic [1:0] {
        rs2_out_cmp = 2'b00,
        i_imm_m_cmp = 2'b01,
        invalid_cmp = 2'b10
    } cmp_m_sel_t;
    typedef enum logic [3:0] {
        u_imm_m_rd  = 4'b0000, 
        alu_out_rd  = 4'b0001,
        ext_br      = 4'b0010,
        lb          = 4'b0011,
        lbu         = 4'b0100,
        lh          = 4'b0101,
        lhu         = 4'b0110,
        lw          = 4'b0111,
        invalid_rd  = 4'b1000,
        pc_incre    = 4'b1001
    } rd_m_sel_t;
    typedef struct packed {
        alu_m1_sel_t        alu_m1_sel;
        alu_m2_sel_t        alu_m2_sel;
        alu_ops_t           aluop;
        cmp_m_sel_t         cmp_sel;
        cmp_ops_t           cmpop;
    } ex_ctrl_t;
    typedef struct packed {
        logic       [2:0]   funct3;
        logic               mem_re;
        logic               mem_we;
    } mem_ctrl_t;
    typedef struct packed {
        logic               regf_we;
        rd_m_sel_t          rd_m_sel;
    } wb_ctrl_t;
    typedef struct packed {
        logic   [31:0]      pc_s;
        logic   [31:0]      pc_next_s;
        logic               valid_s;
        logic   [63:0]      order_s;
        logic   [31:0]      inst_s;
    } if_id_stage_reg_t;
    typedef struct packed {
        logic   [31:0]      inst_s;
        logic   [31:0]      pc_s;
        logic   [31:0]      pc_next_s;
        logic   [63:0]      order_s;
        logic               valid_s;
        logic   [4:0]       rs1_s_s;
        logic   [4:0]       rs2_s_s;
        logic   [31:0]      u_imm_s;
        logic   [31:0]      s_imm_s;
        logic   [31:0]      i_imm_s;
        logic   [31:0]      j_imm_s;
        logic   [31:0]      b_imm_s;
        logic   [4:0]       rd_s_s;
        ex_ctrl_t           ex_ctrl_s;
        mem_ctrl_t          mem_ctrl_s;
        wb_ctrl_t           wb_ctrl_s;
    } id_ex_stage_reg_t;
    typedef struct packed {
        logic   [31:0]      inst_s;
        logic   [31:0]      pc_s;
        logic   [31:0]      pc_next_s;
        logic   [63:0]      order_s;
        logic               valid_s;
        logic   [4:0]       rs1_s_s;
        logic   [4:0]       rs2_s_s;
        logic   [31:0]      rs1_v_s;
        logic               br_en_s;
        logic   [31:0]      u_imm_s;
        logic   [31:0]      alu_out_s;
        logic   [31:0]      rs2_v_s;
        logic   [4:0]       rd_s_s;
        logic   [31:0]      dmem_wdata_s;
        logic   [3:0]       dmem_rmask_s;
        logic   [3:0]       dmem_wmask_s;
        logic   [31:0]      mem_addr_s;
        logic   [31:0]      dmem_addr_s;
        mem_ctrl_t          mem_ctrl_s;
        wb_ctrl_t           wb_ctrl_s;
    } ex_mem_stage_reg_t;
    typedef struct packed {
        logic               br_en_s;
        logic   [31:0]      u_imm_s;
        logic   [31:0]      alu_out_s;
        logic   [4:0]       rd_s_s;
        logic   [31:0]      dmem_addr_s;
        logic   [31:0]      mem_addr_s;
        wb_ctrl_t           wb_ctrl_s;
        logic   [31:0]      dmem_rdata_s;
        logic   [31:0]      inst_s;
        logic   [31:0]      pc_s;
        logic   [31:0]      pc_next_s;
        logic   [63:0]      order_s;
        logic               valid_s;
        logic   [4:0]       rs1_s_s;
        logic   [4:0]       rs2_s_s;
        logic   [31:0]      rs1_v_s;
        logic   [31:0]      rs2_v_s;
        logic   [3:0]       mem_rmask_s;
        logic   [3:0]       mem_wmask_s;
        logic   [31:0]      mem_wdata_s;
    } mem_wb_stage_reg_t;
    typedef enum logic [2:0] {
        idle        = 3'b100,
        moving      = 3'b000,
        wait_imem   = 3'b001,
        wait_dmem   = 3'b010,
        imem_dmem   = 3'b011
    } stall_state;
    typedef union packed {
        logic [31:0] word;
        struct packed {
            logic [11:0] i_imm;
            logic [4:0]  rs1;
            logic [2:0]  funct3;
            logic [4:0]  rd;
            rv32i_opcode opcode;
        } i_type;
        struct packed {
            logic [6:0]  funct7;
            logic [4:0]  rs2;
            logic [4:0]  rs1;
            logic [2:0]  funct3;
            logic [4:0]  rd;
            rv32i_opcode opcode;
        } r_type;
        struct packed {
            logic [11:5] imm_s_top;
            logic [4:0]  rs2;
            logic [4:0]  rs1;
            logic [2:0]  funct3;
            logic [4:0]  imm_s_bot;
            rv32i_opcode opcode;
        } s_type;
        struct packed {
            logic           imm_12;
            logic [10:5]    imm_10_5;
            logic [4:0]     rs2;
            logic [4:0]     rs1;
            logic [2:0]     funct3;
            logic [4:1]     imm_4_1;
            logic           imm_11;
            rv32i_opcode    opcode;
        } b_type;
        struct packed {
            logic [31:12] imm;
            logic [4:0]   rd;
            rv32i_opcode  opcode;
        } j_type;
        struct packed {
            logic [31:12] imm;
            logic [4:0]   rd;
            rv32i_opcode  opcode;
        } u_type;
    } instr_t;
    typedef enum logic [6:0] {
        base           = 7'b0000000,
        variant        = 7'b0100000
    } funct7_t;
endpackage
module lru_array #(
            parameter               S_INDEX     = 4,
            parameter               WIDTH       = 3
)(
    input   logic                   clk0,
    input   logic                   rst0,
    input   logic                   csb0,
    input   logic                   web0,    
    input   logic   [S_INDEX-1:0]   addr0,
    input   logic   [WIDTH-1:0]     din0,
    output  logic   [WIDTH-1:0]     dout0,
    input   logic                   csb1,
    input   logic                   web1,
    input   logic   [S_INDEX-1:0]   addr1,
    input   logic   [WIDTH-1:0]     din1,
    output  logic   [WIDTH-1:0]     dout1
);
            localparam              NUM_SETS    = 2**S_INDEX;
            logic                   web0_reg;
            logic   [S_INDEX-1:0]   addr0_reg;
            logic   [WIDTH-1:0]     din0_reg;
            logic                   web1_reg;
            logic   [S_INDEX-1:0]   addr1_reg;
            logic   [WIDTH-1:0]     din1_reg;
            logic   [WIDTH-1:0]     internal_array [NUM_SETS];
    logic   csb1_reg;
    always_ff @(posedge clk0) begin
        if (rst0) begin
            web0_reg  <= 1'b1;
            addr0_reg <= 'x;
            din0_reg  <= 'x;
            web1_reg  <= 1'b1;
            addr1_reg <= 'x;
            din1_reg  <= 'x;
            csb1_reg <= '0;
        end else begin
            if (!csb0) begin
                web0_reg  <= web0;
                addr0_reg <= addr0;
                din0_reg  <= din0;
            end
            if (!csb1) begin
                web1_reg  <= web1;
                addr1_reg <= addr1;
                din1_reg  <= din1;
            end
            csb1_reg <= csb1;
        end
    end
    always_ff @(posedge clk0) begin
        if (rst0) begin
            for (int i = 0; i < NUM_SETS; i++) begin
                internal_array[i] <= '0;
            end
        end else begin
            if (!web0_reg) begin
                internal_array[addr0_reg] <= din0_reg;
            end
            if (!web1_reg) begin
                internal_array[addr1_reg] <= din1_reg;
            end
        end
    end
    always_comb begin
        dout0 = internal_array[addr0_reg];
        dout1 = internal_array[addr1_reg];   
        if( (!csb1_reg) && (addr0_reg == addr1_reg) ) begin
            dout0 = din1_reg;
        end
    end
endmodule : lru_array

===== flow/config.mk =====
export PLATFORM = sky130hd
export DESIGN_NAME = lru_array
export DESIGN_NICKNAME = lru_array
export VERILOG_FILES = /design/flow/design.v
export SDC_FILE = /design/flow/constraint.sdc
export NUM_CORES = 4
export LEC_CHECK = 1
export CORE_UTILIZATION = 50
export SYNTH_HDL_FRONTEND = slang

===== flow/constraint.sdc =====
current_design lru_array

set clk_period 3.8
set clk_io_pct 0.2

create_clock -name clk0 -period $clk_period [get_ports {clk0}]

set non_clock_inputs [all_inputs -no_clocks]
set_input_delay [expr $clk_period * $clk_io_pct] -clock clk0 $non_clock_inputs
set_output_delay [expr $clk_period * $clk_io_pct] -clock clk0 [all_outputs]

===== flow/run.sh =====
#!/bin/bash
# OpenROAD 26Q1-2900-gdf79404cd8, Yosys 0.63+post, stock flow scripts
make -C /OpenROAD-flow-scripts/flow DESIGN_CONFIG=/design/flow/config.mk WORK_HOME=/design/flow/orfs finish

==> flow_results.xml <==
<?xml version="1.0" encoding="UTF-8"?>
<metrics>
  <group name="sta">
    <metric name="post-route-min-period" unit="ns">3.460</metric>
    <metric name="timing.fmax" unit="MHz">289.0</metric>
    <metric name="post_layout_period_usage" unit="%">91.04</metric>
    <metric name="final_max_slew_viol_count" unit="">0</metric>
    <metric name="worst-slew-pin-transition" unit="ns">0.8232</metric>
    <metric name="worst_skew" unit="ns">0.009291</metric>
    <metric name="rsz0062_at_grt" unit="">false</metric>
    <metric name="final.setup.tns" unit="ns">0</metric>
    <metric name="hold_viol_final" unit="">0</metric>
    <metric name="maxSlewHeadroom" unit="%">45.12</metric>
    <metric name="finalSetupViolCount" unit="">0</metric>
  </group>
  <group name="placement">
    <metric name="dpl_cell_area" unit="mm²">0.004546</metric>
    <metric name="gp_routability_congestion" unit="">0.9363</metric>
    <metric name="portBuffers" unit="">25</metric>
    <metric name="hpwlAfterDp" unit="mm">7.879</metric>
  </group>
  <group name="global_route">
    <metric name="grt_max_degree" unit="">19</metric>
    <metric name="antenna_found_initial" unit="">0</metric>
    <metric name="first_global_vias" unit="">2728</metric>
    <metric name="grt_first_pass_wirelength" unit="mm">16.11</metric>
    <metric name="grtUsageTotal" unit="%">28.27</metric>
    <metric name="grt_remaining_overflow" unit="">0</metric>
  </group>
  <group name="power_and_ir_drop">
    <metric name="internal_cell_power" unit="µW">1364</metric>
    <metric name="ir_drop" unit="mV">0.3564</metric>
    <metric name="share_clk_of_total_power" unit="%">32.6</metric>
    <metric name="p_leak" unit="µW">0.001695</metric>
    <metric name="p_per_area" unit="mW/mm²">388.3</metric>
    <metric name="comb_power_share" unit="%">12.6</metric>
    <metric name="p_sw" unit="µW">476.8</metric>
    <metric name="p_sw_share" unit="%">25.90</metric>
    <metric name="share_seq_of_total_power" unit="%">54.8</metric>
  </group>
  <group name="yosys">
    <metric name="ys_seq_elements" unit="">73</metric>
    <metric name="synth_top_cell_by_count" unit="">sky130_fd_sc_hd__edfxtp_1</metric>
    <metric name="postSynth.asyncResetShare" unit="%">0</metric>
    <metric name="topCellsByArea" unit="">sky130_fd_sc_hd__edfxtp_1 44%, sky130_fd_sc_hd__mux2_2 10%, sky130_fd_sc_hd__mux4_1 8.1%, sky130_fd_sc_hd__mux4_2 7.4%, sky130_fd_sc_hd__dfxtp_1 5.2%</metric>
    <metric name="edf_count" unit="">62</metric>
    <metric name="synth_stat.cells" unit="">323</metric>
    <metric name="synth_cell_types" unit="">33</metric>
    <metric name="synth_cells" unit="">323</metric>
    <metric name="ys.warnings.count" unit="">0</metric>
    <metric name="top_cell_area_share" unit="%">43.97</metric>
    <metric name="synthesis.area" unit="mm²">0.004234</metric>
    <metric name="synth.largest_area_cell" unit="">sky130_fd_sc_hd__edfxtp_1</metric>
    <metric name="synth-seq-area-share" unit="%">49.17</metric>
    <metric name="flop_cell" unit="">sky130_fd_sc_hd__edfxtp_1</metric>
    <metric name="common_cells" unit="">62 x sky130_fd_sc_hd__edfxtp_1, 43 x sky130_fd_sc_hd__nand2_1, 38 x sky130_fd_sc_hd__mux2_2, 37 x sky130_fd_sc_hd__nor2_1, 21 x sky130_fd_sc_hd__o31ai_1</metric>
    <metric name="syn_avg_cell_area" unit="µm²">13.11</metric>
    <metric name="ys_area" unit="mm²">0.004234</metric>
  </group>
  <group name="setup_path">
    <metric name="worst-endpoint-arrival" unit="ns">2.70</metric>
    <metric name="worstPathRequired" unit="ns">3.04</metric>
    <metric name="cp-end-kind" unit="">primary output</metric>
    <metric name="crit_path_max_fanout" unit="">12</metric>
    <metric name="worstSetupPathType" unit="">reg2out</metric>
    <metric name="critical_path.startpoint_type" unit="">register</metric>
  </group>
  <group name="route">
    <metric name="routed_wire_length_per_instance" unit="µm">23.73</metric>
    <metric name="vias" unit="">2815</metric>
    <metric name="wl_met3" unit="mm">1.256</metric>
    <metric name="first_pass_iters" unit="">4</metric>
    <metric name="wl_met1" unit="mm">4.334</metric>
    <metric name="antenna_cells" unit="">0</metric>
    <metric name="drt_iter0_markers" unit="">206</metric>
    <metric name="via_density_per_instance" unit="">6.242</metric>
    <metric name="total_drc_errors_in_the_routed_layout" unit="">0</metric>
    <metric name="top_signal_layer_used" unit="">met4</metric>
    <metric name="route.met2.wl" unit="mm">4.833</metric>
    <metric name="drtAntennaViolNets" unit="">0</metric>
    <metric name="routed_wirelength" unit="mm">10.70</metric>
  </group>
  <group name="die">
    <metric name="die_h" unit="µm">94.02</metric>
    <metric name="initial_core_util" unit="%">51.53</metric>
    <metric name="fp-row-count" unit="">33</metric>
    <metric name="die_width" unit="µm">94.02</metric>
    <metric name="chip_area" unit="mm²">0.008840</metric>
    <metric name="top_level_ports" unit="">26</metric>
    <metric name="coreArea" unit="mm²">0.008217</metric>
  </group>
  <group name="clocking">
    <metric name="clk_transition_reported_paths" unit="ns">0.07</metric>
    <metric name="clock_tree.htree_level_count" unit="">3</metric>
    <metric name="cts_bufs_inserted" unit="">9</metric>
    <metric name="cts_num_sinks" unit="">73</metric>
    <metric name="cts_post_setup_buffers_inserted" unit="">0</metric>
    <metric name="clk_root_buffer_cell" unit="">sky130_fd_sc_hd__clkbuf_8</metric>
    <metric name="holdBufCountCts" unit="">0</metric>
    <metric name="cts_max_path_buffers" unit="">2</metric>
    <metric name="clock_insertion_delay_worst_skew" unit="ns">0.34</metric>
    <metric name="postCtsResizedCells" unit="">0</metric>
    <metric name="cts_tree" unit="">done</metric>
  </group>
  <group name="final_layout">
    <metric name="areaGrowthSynthToFinish" unit="%">11.97</metric>
    <metric name="fin_area" unit="mm²">0.004741</metric>
    <metric name="layout_cells_sized_above_1" unit="%">23.12</metric>
  </group>
  <group name="job">
    <metric name="stage_log_warnings" unit="">25</metric>
    <metric name="maxCapViolations" unit="">0</metric>
  </group>
  <group name="min_path">
    <metric name="hold_path_class" unit="">reg2reg</metric>
  </group>
  <group name="run_status">
    <metric name="status" unit="">complete, no violations</metric>
  </group>
</metrics>
==> path summary, 6_finish.rpt <==
| path | slack (ns) | start | end | depth (start not counted) |
|---|---|---|---|---|
| setup reg to reg | 1.75 | addr1_reg[2] | internal_array[2][1] | 3 |
| hold / removal | 0.53 | web0_reg | web0_reg | 2 |
| hold reg to reg | 0.53 | web0_reg | web0_reg | 2 |
| setup / recovery | 0.34 | register | dout0[2] | 5 |
==> cell type report <==
class / instances / area, µm²
inverter: 2 / 7.507
sequential: 73 / 2082
timing repair buffer: 30 / 287.8
tap: 105 / 131.4
clock inverter: 6 / 67.56
multi-input combinational: 225 / 2037
fill: 674 / 3476
clock buffer: 10 / 127.6
==> metrics by stage <==
stage	hold slack (ns)	power (µW)	utilization (%)	std cells	setup slack, ns
2_1_floorplan	0.4696	1140	-	323	1.460
3_3_place_gp	0.4986	1257	55.32	435	0.7165
3_5_place_dp	0.5086	1258	55.32	435	0.6813
4_1_cts	0.5283	1856	57.70	451	0.2985
5_1_grt	0.5828	1915	57.70	451	0.1990
6_report	0.5267	1841	57.70	451	0.3403
==> per-layer routing <==
| metal | up-vias | GRT usage (%) |
|---|---|---|
| li1 | 1302 | - |
| met1 | 1348 | 42.48 |
| met2 | 149 | 39.36 |
| met3 | 16 | 13.99 |
| met4 | 0 | 8.077 |
| met5 | - | 0 |
==> layout by cell type, fill, tap and decap left out, types with 9 or more instances in the layout <==
cell type,count
sky130_fd_sc_hd__nand2_1,43
sky130_fd_sc_hd__mux2_2,38
sky130_fd_sc_hd__mux4_1,13
sky130_fd_sc_hd__edfxtp_1,62
sky130_fd_sc_hd__nor2_1,37
sky130_fd_sc_hd__dfxtp_1,11
sky130_fd_sc_hd__clkdlybuf4s50_1,25
sky130_fd_sc_hd__mux4_2,14
sky130_fd_sc_hd__clkbuf_8,9
sky130_fd_sc_hd__mux2i_1,11
sky130_fd_sc_hd__o31ai_1,21
==> worst max-delay path, stage by stage, from the launching register on <==
cell                              delay [ns]
sky130_fd_sc_hd__dfxtp_1                0.74
sky130_fd_sc_hd__mux4_1                 0.67
sky130_fd_sc_hd__mux2i_1                0.15
sky130_fd_sc_hd__mux2i_1                0.09
sky130_fd_sc_hd__mux2_2                 0.28
sky130_fd_sc_hd__clkdlybuf4s50_1        0.43
==> power by group through the flow <==
stage | clock, µW | combinational [µW] | sequential (µW)
after CTS | 616 | 233 | 1010
after global routing | 648 | 249 | 1020
final | 601 | 232 | 1010
==> cell families (layout without fill, tap and decap cells) <==
kind of cell,count (synthesis),after routing,synth area share [%]
compound gates,31,31,5.615
flops,73,73,49.17
xor+xnor,4,4,0.8276
buf+inv,25,48,2.719
simple gates,114,114,13.45
mux,76,76,28.22
Power and IR drop assume default switching activity.
